[/design/flow/design.v]
module multi_s2f(
	input                         clka,        
	input                         clkb,        
	input                         rst,
	input  [DATA_WIDTH-1:0]       din,
	input                         valid_in,
	output reg [DATA_WIDTH-1:0]   dout,
	output reg                    valid_out
	);
parameter  DATA_WIDTH  =  'd8;
reg        valid_in_reg1;
reg        valid_in_reg2;
wire       valid_flag;
always @(posedge clkb or posedge rst) begin
	if (rst) begin
		valid_in_reg1 <= 'd0;
		valid_in_reg2 <= 'd0;
	end
	else begin
		valid_in_reg1 <= valid_in;
		valid_in_reg2 <= valid_in_reg1;
	end
end
assign valid_flag = (valid_in_reg1 & (~valid_in_reg2));
always @(posedge clkb or posedge rst) begin
	if (rst) begin
		dout <= 'd0;
	end
	else if (valid_flag) begin
		dout <= din;
	end
	else begin
		dout <= dout;
	end
end
always @(posedge clkb or posedge rst) begin
	if (rst) begin
		valid_out <= 'd0;
	end
	else begin
		valid_out <= valid_flag;
	end
end
endmodule
[/design/flow/run.sh]
#!/bin/bash
# OpenROAD 26Q1-2900-gdf79404cd8, Yosys 0.63+post, stock flow scripts
make -C /OpenROAD-flow-scripts/flow DESIGN_CONFIG=/design/flow/config.mk WORK_HOME=/design/flow/orfs finish
[/design/flow/config.mk]
export PLATFORM = sky130hd
export DESIGN_NAME = multi_s2f
export DESIGN_NICKNAME = multi_s2f
export VERILOG_FILES = /design/flow/design.v
export SDC_FILE = /design/flow/constraint.sdc
export NUM_CORES = 4
export LEC_CHECK = 1
export CORE_AREA = 10 10 70 70
export DIE_AREA = 0 0 80 80
[/design/flow/constraint.sdc]
current_design multi_s2f

set clk_period 2.0
set clk_io_pct 0.2

create_clock -name clk0 -period $clk_period [get_ports {clkb}]

set non_clock_inputs [all_inputs -no_clocks]
set_input_delay [expr $clk_period * $clk_io_pct] -clock clk0 $non_clock_inputs
set_output_delay [expr $clk_period * $clk_io_pct] -clock clk0 [all_outputs]
==> PnR_summary.wiki <==
== Implementation results ==
{| class="wikitable"
! Metric !! Value
|-
| Share of synthesized area occupied by flip-flops and latches || 63.6%
|-
| Antenna violations before repair || 0
|-
| Drt via density || 2.88
|-
| Count of vias placed by the detailed router || 259
|-
| Number of cell rows || 21
|-
| Required time of the critical path || 1.60 ns
|-
| Maximum VDD drop || 0.228 mV
|-
| Post-CTS Hold Fix Bufs || 0
|-
| Worst Hold Class || register to register
|-
| Worst-path maximum fanout || 2
|-
| Count leader, synth || dfrtp_1
|-
| Worst Setup End Kind || output pin
|-
| Setup CP Type || register to output pin
|-
| Number of routed nets with antenna violations || 0
|-
| Dominant Register Cell || dfrtp_1
|-
| Largest area contributor in the synthesized netlist || dfrtp_1
|-
| Combined buffer and inverter count along the critical path || 1
|-
| Main area contributors after synthesis || dfrtp_1, mux2_4, buf_12, nor2b_4, inv_1
|-
| Post-CTS Setup Inserts || 0
|-
| Clk sinks || 11
|-
| Total of buffers placed on input and output ports || 19
|-
| Footprint of the multi-input gates || 134 sq um
|-
| Slew margin rel. || 71.5%
|-
| Launching point of the worst reg2reg path || valid_in_reg2
|-
| Aggregate routed wire length || 915 um
|-
| Biggest cell delay along the critical path || 0.48 ns
|-
| Share of the synthesized area in the top cell type || 63.6%
|-
| Startpoint of the lowest-slack hold path || valid_in_reg1
|-
| Synthesis-to-layout area growth || 58.7%
|-
| Post-synthesis sequential element count || 11
|-
| Count of mapped cells out of synthesis || 22
|-
| Overall die height || 80 um
|-
| Bufs on Longest Clock Path || 2
|-
| CTS tree || yes
|-
| Total area of sequential cells || 275 sq um
|-
| Clock Root Buffer || clkbuf_4
|-
| Number of warnings issued by yosys || 1
|-
| Ports placed on the boundary || 21
|-
| GRT Overall Usage || 3.13%
|-
| Post-synth tally of flip-flops with integrated enable || 0
|-
| GR Overflow Total || 0
|-
| Share of flip-flops with an asynchronous set or reset after synthesis || 100%
|-
| Critical path, cell by cell || clkdlybuf4s50_1
|-
| Worst hold slack || 0.390 ns
|-
| Number of CTS-inserted buffers || 3
|-
| Per-cell routed wire length || 10.2 um
|-
| Number of remaining DRC errors || 0
|-
| Tool warning count || 26
|-
| Max Cap Violations || 0
|-
| Count of cell types in the netlist || 5
|-
| Transition time at the pin with the least slew margin || 0.427 ns
|-
| Number of H-tree levels || 1
|-
| WP data arrival || 1.09 ns
|-
| Die Width || 80 um
|-
| Slowest cell on crit path || clkdlybuf4s50_1
|-
| Min cycle time layout || 1.49 ns
|-
| Endpoints failing setup || 0
|-
| Nature of the critical path startpoint || register
|-
| Cell leakage power || 0.291 nW
|-
| Clock-pin slew on the worst setup and hold paths || 0.07 ns
|-
| Iteration-0 DRC Markers || 0
|-
| Number of antenna repair diodes || 0
|-
| Launch point of the worst path || dout[2]
|-
| Final worst path period share || 74.6%
|-
| Setup clock skew after layout || 0.00472 ns
|-
| Global-route wire length before repair || 1520 um
|-
| Number of gates resized after cts || 0
|-
| Top post-synthesis cells by count || dfrtp_1, mux2_4, buf_12, inv_1, nor2b_4
|-
| Post-synthesis instance area || 433 sq um
|-
| Unrepaired setup endpoints after global routing || false
|-
| Yosys cell count || 22
|-
| Max Transition Viols Final || 0
|-
| Fill count || 382
|-
| First-pass iteration count of the detailed router || 1
|-
| Crit path max-delay family || buffers and inverters
|-
| Pin count of the biggest net entering global routing || 12
|-
| Share of post-route cells with drive strength above 1 || 27.3%
|-
| Post-synthesis average cell area || 19.7 sq um
|-
| Summed standard-cell area reported by yosys || 433 sq um
|-
| Total die size || 6400 sq um
|-
| Clock latency on the worst-skew pair || 0.26 ns
|-
| Core Footprint || 3420 sq um
|-
| Ratio of total power to cell area || 760 nW/um^2
|-
| RD Place Congestion || 0.707
|-
| Fp_density || 12.7%
|-
| Total negative slack || 0 ns
|-
| Run status || finished clean
|-
| Number of hold violations in the final report || 0
|-
| Number of global-route vias before repair || 305
|-
| Maximum operating frequency || 0.671 GHz
|}
[worst paths after layout]
check                      slack [ns]            end  cells past startpoint
setup / recovery                 0.51        dout[2]                      1
hold / removal                   0.39  valid_in_reg2                      0
setup reg to reg                 0.82        dout[3]                      2
hold reg to reg                  0.39  valid_in_reg2                      0
max in group asynchronous        1.27  valid_in_reg1                      2
min in group asynchronous        0.43        dout[6]                      2
[state kept, by name (all words and copies together) (netlist names)]
register / cells
dout: 8
valid_in_reg1: 1
valid_in_reg2: 1
valid_out: 1
[metal layers]
| metal | track usage (%) | vias to the layer above | wire length (um) |
|---|---|---|---|
| met5 | 0 | - | 0 |
| met4 | 0.176 | 0 | 6 |
| met3 | 2.73 | 2 | 149 |
| met2 | 4.33 | 18 | 374 |
| met1 | 3.76 | 122 | 384 |
| li1 | - | 117 | - |
[metrics by stage]
step	cell area, sq um	total power, mW	utilization (%)	cells	setup slack [ns]
2_1_floorplan	433	0.309	-	22	0.957
3_3_place_gp	661	0.382	19.3	86	0.788
3_5_place_dp	661	0.382	19.3	86	0.787
4_1_cts	687	0.539	20.1	90	0.482
5_1_grt	687	0.561	20.1	90	0.434
6_report	687	0.522	20.1	90	0.509
[power by group]
| group | leakage (nW) | switching (mW) | internal (mW) |
|---|---|---|---|
| registers | 0.130 | 0.0143 | 0.249 |
| clock network | 0.0150 | 0.0695 | 0.0770 |
| logic | 0.146 | 0.0205 | 0.0911 |
[cell usage in the layout (no fill, tap or decap)]
cell,instances
clkdlybuf4s50_1,19
dfrtp_1,11
nor2b_4,1
clkbuf_4,3
clkbuf_1,1
inv_1,1
mux2_4,8
[final cells by class]
cell class / instances / share of cell area, %
Clock buffer: 4 / 3.83
Tap cell: 46 / 8.38
Timing Repair Buffer: 19 / 27.7
Multi-Input combinational cell: 9 / 19.5
Sequential cell: 11 / 40.1
Inverter: 1 / 0.546
[cell families after synthesis]
group | count (synthesis) | share of synthesized area, %
buffers and inverters | 2 | 5.49
and+or+nand+nor | 1 | 3.18
muxes | 8 | 27.7
DFF | 11 | 63.6
Power is estimated from default activity; no workload was simulated.
