==> design/flow/design.v <==
module multi_bit_f2s #(
	parameter  DATA_WIDTH  =  'd8
	)
	(
	input                        clka,              
	input                        clkb,              
	input                        rst,               
	input      [DATA_WIDTH-1:0]  din,               
	input                        valid_in,          
	output reg [DATA_WIDTH-1:0]  dout,              
	output reg                   valid_out          
	);
reg                    valid_in_reg1;
reg                    valid_in_reg2;
reg                    valid_in_reg3;
wire                   valid_flag;
reg [DATA_WIDTH-1:0]   din_reg;
always @(valid_in or valid_flag or rst) begin
	if (rst) begin
		valid_in_reg1 <= 'd0;
	end
	else if (valid_in) begin
		valid_in_reg1 <= 'd1;
	end
	else if ((!valid_in) && valid_flag) begin
		valid_in_reg1 <= 'd0;
	end
	else begin
		valid_in_reg1 <= valid_in_reg1;
	end
end
always @(posedge clkb or posedge rst) begin
	if (rst) begin
		valid_in_reg2 <= 'd0;
		valid_in_reg3 <= 'd0;
	end
	else begin
		valid_in_reg2 <= valid_in_reg1;
		valid_in_reg3 <= valid_in_reg2;
	end
end
assign valid_flag = valid_in_reg2 && (!valid_in_reg3);
always @(posedge clka or posedge rst) begin
	if (rst) begin
		din_reg <= 'd0;
	end
	else begin
		din_reg <= din;
	end
end
always @(posedge clkb or posedge rst) begin
	if (rst) begin
		dout <= 'd0;
	end
	else if (valid_flag) begin
		dout <= din_reg;
	end
	else begin
		dout <= dout;
	end
end
always @(posedge clkb or posedge rst) begin
	if (rst) begin
		valid_out <= 'd0;
	end
	else begin
		valid_out <= valid_flag;
	end
end
endmodule
==> design/flow/run.sh <==
#!/bin/bash
# OpenROAD 26Q1-2900-gdf79404cd8, Yosys 0.63+post, stock flow scripts
make -C /OpenROAD-flow-scripts/flow DESIGN_CONFIG=/design/flow/config.mk WORK_HOME=/design/flow/orfs finish
==> design/flow/config.mk <==
export PLATFORM = sky130hd
export DESIGN_NAME = multi_bit_f2s
export DESIGN_NICKNAME = multi_bit_f2s
export VERILOG_FILES = /design/flow/design.v
export SDC_FILE = /design/flow/constraint.sdc
export NUM_CORES = 4
export LEC_CHECK = 1
export CORE_AREA = 10 10 81 81
export DIE_AREA = 0 0 91 91
==> design/flow/constraint.sdc <==
current_design multi_bit_f2s

set clk_period 2.7
set clk_io_pct 0.2

create_clock -name clk0 -period $clk_period [get_ports {clka}]
create_clock -name clk1 -period $clk_period [get_ports {clkb}]

set non_clock_inputs [all_inputs -no_clocks]
set_input_delay [expr $clk_period * $clk_io_pct] -clock clk0 $non_clock_inputs
set_output_delay [expr $clk_period * $clk_io_pct] -clock clk0 [all_outputs]
==> reports/qor.csv <==
stage,metric,value,unit
outcome,run status,finished clean,
die,initial core utilization,13.7,%
clock_tree,Post-CTS Resized,0,
setup_path,worst reg-to-reg setup slack,1.52,ns
setup_path,type of the setup path with the least slack,flop to primary output,
sta,setup violators final,0,
layout,fraction of final layout cells with drive strength greater than 1,25.9,%
sta,slew at the pin with the worst max-slew slack,0.688,ns
route,remaining antenna violation count,0,
route,number of DRC markers in iteration 0,0,
synth,Yosys warning total,1,
setup_path,Worst EP arrival,1.07,ns
layout,Filler Cell Count,523,
synth,Synth cell types,8,
layout,area of combinational cells with multiple inputs,145,um2
placement,number of buffers inserted by port buffering,19,
setup_path,category of cells accounting for the largest share of critical-path delay,buffers and inverters,
setup_path,cell-by-cell listing of the critical path,clkdlybuf4s50_1,
worst_hold_path,class of the most critical hold timing path,flop to flop,
global_route,maximum number of pins on one net before global-route repair,20,
clock_tree,clock input transition at the sequential cells of the worst setup and hold paths,0.05,ns
worst_hold_path,Hold Path Stages,0,
flow_run,count of tool warnings,26,
route,routed length per placed instance,10.3,um
worst_hold_path,hold path endpoint,valid_in_reg3$_DFF_PP0_,
layout,synthesis-to-layout area growth,51.6,%
sta,register pins left without a clock,1,
setup_path,worst setup path startpoint,dout[7]$_DFFE_PP0P_,
clock_tree,hold-fix buffers at CTS,0,
die,standard-cell rows,25,
global_route,overall overflow remaining after global route,0,
route,wire length after detailed routing,1290,um
synth,cell count in the Yosys report,33,
layout,most frequent cells in the layout,"sky130_fd_sc_hd__dfrtp_1 (19), sky130_fd_sc_hd__clkdlybuf4s50_1 (19), sky130_fd_sc_hd__mux2_4 (8)",
setup_path,cells on worst reg2reg path,2,
global_route,aggregate global-route resource usage,3.48,%
setup_path,slowest library cell on the worst path,sky130_fd_sc_hd__clkdlybuf4s50_1,
route,routed vias,350,
setup_path,"slowest stage delay, CP",0.49,ns
global_route,via count of the first global-routing pass,411,
die,Placeable Area,4820,um2
setup_path,startpoint type of the worst setup path,flop,
layout,footprint of the flip-flops and latches,490,um2
die,Die Footprint,8280,um2
synth,Avg Inst Size Synth,20.0,um2
layout,post-route cell area,1000,um2
die,vertical die dimension,91,um
synth,Post-Synthesis Cell Area,659,um2
synth,proportion of netlist area held by the largest area contributor,72.1,%
clock_tree,TritonCTS clock tree,done,
die,I/O Pins,21,
sta,Max Slew Vio Count,0,
layout,Final Core Density,20.8,%
route,vias per cell,2.80,
power_and_ir_drop,P per Cell Area,657,nW/um2
sta,final hold violation count,0,
placement,Detail Placement HPWL,1060,um
setup_path,Critical Path RT,2.16,ns
synth,total cell area reported by yosys after synthesis,659,um2
placement,instance area at placement,913,um2
setup_path,Max Fanout on Critical Path,2,
worst_hold_path,Min-Delay Startpoint,valid_in_reg2$_DFF_PP0_,
power_and_ir_drop,static power due to leakage,0.000425,uW
route,drt pass-1 iters,1,
synth,Synth Instances,33,
setup_path,type of element capturing the critical path,primary output,
global_route,antenna violations before repair,0,
setup_path,Reg-to-Reg Start,valid_in_reg3$_DFF_PP0_,
sta,setup skew after layout,0.00274,ns
synth,Yosys top cell by area,sky130_fd_sc_hd__dfrtp_1,
die,width of the chip,91,um
setup_path,buffers plus inverters on the worst setup path,1,
route,Antenna Diode Count,0,
clock_tree,buffers inserted by post-CTS timing repair,0,
sta,worst max-slew margin expressed relative to the limit,54.1,%
synth,register bit count reported by yosys,20,
sta,minimum hold slack,0.376,ns
route,Residual DRC,0,
sta,endpoints left unconstrained,2,
setup_path,destination of the worst register-to-register timing path,dout[2]$_DFFE_PP0P_,
sta,unrepaired setup endpoints after global routing,false,
flow_run,max-cap violations,0,
global_route,wire length of the first global-routing pass,2100,um
sta,post-route setup TNS,0,ns
power_and_ir_drop,maximum vdd drop,0.200,mV
synth,biggest area cells,"sky130_fd_sc_hd__dfrtp_1 (72%), sky130_fd_sc_hd__mux2_4 (18%), sky130_fd_sc_hd__buf_12 (3.0%), sky130_fd_sc_hd__dlxtn_1 (2.3%), sky130_fd_sc_hd__nor2b_4 (2.1%)",
placement,global placement routability congestion,0.667,
-- how the worst max path moves through the flow --
stage | to | slack [ns] | depth (start not counted)
CTS | dout[7] | 1.07 | 1
global route | dout[7] | 1.03 | 1
finish | dout[7] | 1.09 | 1
-- cell type report --
type | instances | share of cell area (%)
Clock buffer | 7 | 8.64
Sequential cell | 20 | 49.1
Multi-Input combinational cell | 11 | 14.5
Tap cell | 67 | 8.39
Inverter | 1 | 0.375
Timing Repair Buffer | 19 | 19.0
-- per-stage QoR --
step | cells | setup slack [ns] | total power (uW)
2_1_floorplan | 33 | 1.65 | 329
3_3_place_gp | 118 | 1.23 | 366
3_5_place_dp | 118 | 1.16 | 368
4_1_cts | 125 | 1.07 | 669
5_1_grt | 125 | 1.03 | 692
6_report | 125 | 1.09 | 657
-- cells by family after synthesis --
family	after synthesis	share of synthesized area, %
mux	8	18.2
flops	19	72.1
simple gates	3	3.79
buf+inv	2	3.60
latches	1	2.28
-- report_power, final --
part / switching (uW) / internal, uW
registers: 6.58 / 302
logic: 12.7 / 39.9
clock network: 96.7 / 199
total: 116 / 541
-- cell usage after synthesis --
library cell	n
sky130_fd_sc_hd__buf_12	1
sky130_fd_sc_hd__dfrtp_1	19
sky130_fd_sc_hd__dlxtn_1	1
sky130_fd_sc_hd__inv_1	1
sky130_fd_sc_hd__mux2_4	8
sky130_fd_sc_hd__nor2b_1	1
sky130_fd_sc_hd__nor2b_4	1
sky130_fd_sc_hd__nor3_1	1
-- layer usage --
layer | track usage [%] | share of wire [%]
met3 | 3.40 | 13
met5 | 0 | 0
met4 | 0.392 | 0.31
met2 | 5.49 | 51
met1 | 3.31 | 35
No activity file was given, so power comes from the tool's default toggle rates.
