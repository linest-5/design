==> flow/design.v <==
module Handshake_Sync(
	input           clk_A,           
	input           clk_B,           
	input           rst_A,           
	input           rst_B,           
	input           in_A,            
	output reg      out_B,           
	output          out_B_pulse,     
	output          busy             
	);
reg            out_B_reg;            
reg            in_A_widen;           
reg            in_A_widen_reg;       
reg            in_A_widen_sync;      
reg            out_B_clka_reg1;      
reg            out_B_clka_reg2;      
always @(*) begin
	if (in_A) begin
		in_A_widen = 'd1;
	end
	else if (out_B_clka_reg2) begin
		in_A_widen = 'd0; 
	end
	else begin
		in_A_widen = in_A_widen_reg;
	end
end
always @(posedge clk_A or posedge rst_A) begin
	if (rst_A) begin
		in_A_widen_reg <= 'd0;
	end
	else begin
		in_A_widen_reg <= in_A_widen;
	end
end
always @(posedge clk_B or posedge rst_B) begin
	if (rst_B) begin
		in_A_widen_sync <= 'd0;
		out_B <= 'd0;
	end
	else begin
		in_A_widen_sync <= in_A_widen;
		out_B <= in_A_widen_sync;		
	end
end
always @(posedge clk_B or posedge rst_B) begin
	if (rst_B) begin
		out_B_reg <= 'd0;
	end
	else begin
		out_B_reg <= out_B;
	end
end
assign out_B_pulse = out_B & (!out_B_reg);
always @(posedge clk_A or posedge rst_A) begin
	if (rst_A) begin
		out_B_clka_reg1 <= 'd0;
		out_B_clka_reg2 <= 'd0;
	end
	else begin
		out_B_clka_reg1 <= out_B;
		out_B_clka_reg2 <= out_B_clka_reg1;		
	end
end
assign busy = in_A_widen || out_B_clka_reg2;
endmodule
==> flow/run.sh <==
#!/bin/bash
# OpenROAD 26Q1-2900-gdf79404cd8, Yosys 0.63+post, stock flow scripts
make -C /OpenROAD-flow-scripts/flow DESIGN_CONFIG=/design/flow/config.mk WORK_HOME=/design/flow/orfs finish
==> flow/config.mk <==
export PLATFORM = sky130hd
export DESIGN_NAME = Handshake_Sync
export DESIGN_NICKNAME = Handshake_Sync
export VERILOG_FILES = /design/flow/design.v
export SDC_FILE = /design/flow/constraint.sdc
export NUM_CORES = 4
export LEC_CHECK = 1
export CORE_AREA = 10 10 70 70
export DIE_AREA = 0 0 80 80
==> flow/constraint.sdc <==
current_design Handshake_Sync

set clk_period 1.3
set clk_io_pct 0.2

create_clock -name clk0 -period $clk_period [get_ports {clk_A}]
create_clock -name clk1 -period $clk_period [get_ports {clk_B}]

set non_clock_inputs [all_inputs -no_clocks]
set_input_delay [expr $clk_period * $clk_io_pct] -clock clk0 $non_clock_inputs
set_output_delay [expr $clk_period * $clk_io_pct] -clock clk0 [all_outputs]
==> results.txt <==
State of the implementation.

- The run finished, with violations left.
- The final reports fail on negative setup slack.
- The register with the most flip-flops in the layout has 2 of them.
- For reference, the clock transition at the flip-flops on the worst setup and hold paths is 0.04 ns.
- The global router's overall resource usage is 1.93%, for reference.
- Port buffering added 6 buffers.
- The endpoint arrival time on the critical path is 1.06 ns, for reference.
- After synthesis, the chip area reported by Yosys is 183 sq um.
- The final-report hold violation count is 0, for reference.
- The number of cells produced by synthesis is 12, for reference.
- The worst-case vdd ir drop is 0.387 mV, for reference.
- The die is 80 um tall.
- Per the detailed placement report, the placed cell area equals 300 sq um.
- The final critical-path setup slack is -0.0193 ns, for reference.
- Entering global routing, the biggest net connects 4 pins.
- The stage delay of the slowest cell on the critical path is 0.36 ns, for reference.
- Among all stages on the critical path, the largest delay is contributed by sky130_fd_sc_hd__dfrtp_1.
- The initial antenna violation count is 0, for reference.
- Global routing used 3.41% of the available met3 tracks.
- Of the cells placed in the final design, the portion with a size suffix greater than 1 is 33.3%.
- For this run, the leading register cell type out of synthesis is sky130_fd_sc_hd__dfrtp_1.
- The relative slew slack is 92.3%, for reference.
- Once synthesis finished, the tally of register bits stood at 6.
- For reference, the top cells by area after synthesis are sky130_fd_sc_hd__dfrtp_1 82%, sky130_fd_sc_hd__inv_1 6.2%, sky130_fd_sc_hd__a21o_2 4.8%.
- For reference, the top cells by count after synthesis are 6 x sky130_fd_sc_hd__dfrtp_1, 3 x sky130_fd_sc_hd__inv_1, 1 x sky130_fd_sc_hd__a21o_2, 1 x sky130_fd_sc_hd__nor2b_1, 1 x sky130_fd_sc_hd__or3_1.
- The number of slew-limit violations in the final report is 0, for reference.
- After layout, the setup clock skew is reported as 0.00351 ns.
- The routability congestion estimate is 0.699, for reference.
- The number of warnings issued by yosys is 1, for reference.
- The script parses the final routing iteration and logs DRC violations as 0.
- The static leakage power is 0.153 nW, for reference.
- The synthesized area per cell is 15.2 sq um, for reference.
- The post-synthesis sequential area ratio is 82.2%, for reference.
- The family with the most delay on the worst path is flip-flops, for reference.
- The post-route cell area is 352 sq um, for reference.
- The number of maximum-capacitance violations is 0, for reference.
- The leftover overflow at the end of global routing is 0, for reference.
- The wire length reported by the detailed router is 534 um, for reference.
- The final instance count without filler cells is 73, for reference.
- The number of standard cells reported by yosys is 12, for reference.
- The routed wire length per instance is 7.32 um, for reference.
- The via count of the first global-routing pass is 169, for reference.
- At the pin with the least slew margin, the transition time is 0.116 ns.
- For reference, the critical path cell chain is or3_1, buf_2.
- Using the TritonRoute via totals, the vias-per-cell ratio works out to 1.92.
- The signed area change from the synthesized netlist to the final layout is 92.5%, for reference.
- The first-pass detailed-route iteration total is 2, for reference.
- Per the detail_route report, inserted antenna diodes total 0.
- Looking at area per cell type in the netlist, the leader is sky130_fd_sc_hd__dfrtp_1.
- The met1 usage is 1.82%, for reference.
- The via count is 140, for reference.
- The global-route wire length before repair is 807 um, for reference.
- The area share of the largest cell type after synthesis is 82.2%, for reference.
- Synthesis instantiated 5 different standard cells from the library.
- For this run the top cell type by instance count after synthesis was sky130_fd_sc_hd__dfrtp_1.
- Row generation in the floorplan step produced 21 rows.
- The startpoint class of the critical path is a register, for reference.
- STA lists the maximum fanout along the critical path as 2.
- The number of DRC markers in iteration 0 is 8, for reference.
- The global-route layer with the greatest usage is met3, for reference.
- Data on the critical path is required at its endpoint by 1.04 ns.
- The area of the placeable core is 0.00342 sq mm, for reference.
- The tally of nets with antenna violations remaining after routing is 0, for reference.
- The post-synth count of flops with an enable pin is 0.
- The CTS tree is yes, for reference.
- The number of instances in the placed design is 64, for reference.
- The type of the worst setup path is reg -> out, for reference.
- The total die area is 0.00640 sq mm, for reference.
- The global routing report lists met2 layer usage as 1.61%.
- Dividing total power by cell area gives a power density of 1620 mW/mm^2.
- The number of buffers and inverters on the critical path is 1, for reference.
- The endpoint type of the worst setup path is an output port, for reference.
- The floorplan report gives the top-level pin count as 8.
- The number of clock sinks came to 6.
- The share of the core area taken by cells at floorplan is 5.35%.
- The total of fill cells in the finished design is 413, for reference.
- The final power report lists total power as 569 uW.
- Setup repair after global routing could not meet its margin everywhere.
- The pre-CTS worst setup slack is -0.446 ns, for reference.
- The synthesized netlist occupies a cell area of 183 sq um.
- The total number of warnings across the stage logs is 28, for reference.
- The final setup violation count is 1, for reference.
- The fraction of registers with async set or reset after synthesis is 100%, for reference.
- According to the hold report, the worst path is of the in -> async type.
- From left edge to right edge, the die measures 80 um.
-- per-layer routing --
metal	wire, um	up-vias
met1	242	60
met2	157	12
met5	0	-
li1	-	65
met4	10	0
met3	123	3
-- power by group --
part / leakage, nW / total (mW) / internal [mW] / switching [mW]
Combinational: 0.0570 / 0.0297 / 0.0190 / 0.0108
Sequential: 0.0663 / 0.207 / 0.202 / 0.00502
Clock: 0.0300 / 0.332 / 0.230 / 0.102
-- worst paths after layout --
path | slack (ns) | end | start | cells past startpoint
min in group clk0 | 0.35 | out_B_clka_reg2 | out_B_clka_reg1 | 0
max in group clk1 | 0.59 | in_A_widen_sync | in_A_widen_reg | 1
min in group clk1 | 0.35 | out_B | in_A_widen_sync | 0
worst max-delay path | -0.02 | busy | out_B_clka_reg2 | 2
worst min register to register | 0.35 | out_B_clka_reg2 | out_B_clka_reg1 | 0
worst max register to register | 0.59 | in_A_widen_sync | in_A_widen_reg | 1
max in group asynchronous | 0.97 | out_B_reg | rst_B | 2
worst min-delay path | 0.19 | in_A_widen_reg | rst_A | 2
-- cells in the final DEF, fill, tap and decap left out, drive strengths merged --
| cell type | instances |
|---|---|
| a21o | 1 |
| buf | 2 |
| clkbuf | 8 |
| clkdlybuf4s50 | 2 |
| dfrtp | 6 |
| dlygate4sd2 | 3 |
| inv | 3 |
| nor2b | 1 |
| or3 | 1 |
-- cell type report --
| cell class | count | area, sq um | share of cell area, % |
|---|---|---|---|
| Sequential cell | 6 | 150 | 42.7 |
| Timing Repair Buffer | 7 | 58.8 | 16.7 |
| Tap cell | 46 | 57.6 | 16.4 |
| Clock buffer | 8 | 52.6 | 14.9 |
| Multi-Input combinational cell | 3 | 21.3 | 6.05 |
| Inverter | 3 | 11.3 | 3.20 |
-- repair_timing --
item                                    in CTS  in global routing
hold buffers                                 0                  0
resized                                      6                  0
endpoints found under the setup margin       3                  1
pin swaps                                    0                  0
hold endpoints to repair                     0                  0
setup buffers                                1                  0
-- through the flow --
step / TNS (ns) / utilization, % / hold WS, ns
after floorplan: 0 / - / 0.0136
after global routing: -0.0441 / 10.3 / 0.203
after global placement: -0.434 / 8.79 / 0.336
after detailed placement: -0.446 / 8.79 / 0.335
after CTS: -0.0259 / 10.3 / 0.186
final: -0.0193 / 10.3 / 0.188
-- cell families after synthesis --
| kind of cell | count (synthesis) | synth area share, % |
|---|---|---|
| compound gates | 1 | 4.80 |
| flops | 6 | 82.2 |
| buf+inv | 3 | 6.16 |
| simple gates | 2 | 6.85 |
Power figures rest on the tool's default switching activity, not on a simulated workload.
